File: flow/design.v
module memory #(parameter ADDR_WIDTH = 8)
	 (
	input [ADDR_WIDTH-1:0] address,
	input [15:0] write_data,
	input write_enable,
	input clk,
	output [15:0] read_data 
);
	reg [15:0] data_out;  
	reg [15:0] ram [3:0];
	assign read_data = data_out;
	always @ (posedge clk) begin
		if (write_enable) begin
			ram[address] <= write_data;
		end else begin
			data_out <= ram[address];	
		end
	end
endmodule
File: flow/run.sh
#!/bin/bash
# OpenROAD 26Q1-2900-gdf79404cd8, Yosys 0.63+post, stock flow scripts
make -C /OpenROAD-flow-scripts/flow DESIGN_CONFIG=/design/flow/config.mk WORK_HOME=/design/flow/orfs finish
File: flow/config.mk
export PLATFORM = sky130hd
export DESIGN_NAME = memory
export DESIGN_NICKNAME = memory
export VERILOG_FILES = /design/flow/design.v
export SDC_FILE = /design/flow/constraint.sdc
export NUM_CORES = 4
export LEC_CHECK = 1
export CORE_UTILIZATION = 40
File: flow/constraint.sdc
current_design memory

set clk_period 2.5
set clk_io_pct 0.2

create_clock -name clk0 -period $clk_period [get_ports {clk}]

set non_clock_inputs [all_inputs -no_clocks]
set_input_delay [expr $clk_period * $clk_io_pct] -clock clk0 $non_clock_inputs
set_output_delay [expr $clk_period * $clk_io_pct] -clock clk0 [all_outputs]
==> Slide: Implementation Results <==
Run Summary

Status
  – Status: finished, final reports clean

Hold path
  – Hold path depth: 1
  – Worst min-delay path category: flop to flop
  – Worst Hold End: data_out[11]$_DFFE_PN_
  – Min-delay src: ram[2][11]$_DFFE_PP_

Setup path
  – CP Launch Type: input port
  – WP buf/inv: 3
  – R2R depth: 1
  – Slack of the worst reg-to-reg path: 1400 ps
  – Critical Path RT: 2540 ps
  – R2R Path Start: ram[3][9]$_DFFE_PP_
  – WP data arrival: 1810 ps
  – CP Cell Sequence: clkdlybuf4s50_1 -> buf_12 -> and3_1 -> buf_4
  – Delay-heaviest family, CP: buffers and inverters
  – Worst Setup Path Type: input port to flop
  – FF-to-FF End: data_out[9]$_DFFE_PN_
  – Slowest CP cell: clkdlybuf4s50_1
  – CP endpoint kind: flop
  – CP max FO: 20
  – CP max stage delay: 510 ps

Cells and area
  – Post-Route Utilization: 0.5174
  – Sequential cell area: 0.002402 mm2
  – Final instance area: 0.003535 mm2
  – Fillers: 547
  – Comb area: 396.6 um2
  – Layout cells sized above 1: 0.2331
  – Layout area overhead: 24.89%

Synth
  – Post-synthesis cell area: 0.002830 mm2
  – Synthesized instance count: 105
  – Mean Syn Cell Area: 26.95 um2
  – Post-synth regs: 80
  – Ys cells: 105
  – Synth cell types: 8
  – Yosys stat chip area: 0.002830 mm2
  – Post-synth seq share: 0.8488
  – Synth warn: 1

Routing
  – Post-DR wirelength/cell: 16.36 um
  – Vias: 1,252
  – N_diodes: 0
  – DRT Pass-1 Iters: 3
  – Vias per cell: 4.834
  – Post-DRT Antenna Nets: 0
  – Remaining DRCs: 0
  – Total wire length: 4.236 mm
  – DRT iter0 DRCs: 33

Power and ir drop
  – Peak supply drop: 0.2600 mV
  – Psw: 0.4626 mW
  – Switching portion of total power: 0.1865
  – Clock power frac: 0.296
  – Total power draw: 2.480 mW
  – Logic pwr share: 0.069
  – Flop pwr share: 0.635
  – Int Pwr: 2.018 mW
  – Leakage power: 1.153 nW
  – Total power divided by cell area: 701.7 mW/mm2

CTS
  – Clock root buffer: clkbuf_8
  – Longest Clk Path Bufs: 2
  – Postcts setup bufs: 0
  – Worst skew pair latency: 330 ps
  – Post-CTS resize count: 0
  – CTS buffer count: 9
  – Clk sink count: 80
  – Clock slew at reported path FFs: 70 ps
  – CTS tree: done
  – H-tree Lvls: 3
  – CTS Hold Bufs: 0

Global route
  – Antenna violations before repair: 0
  – Global route overflow: 0
  – Global-route wire length before repair: 6.520 mm
  – Largest net degree at the start of global routing: 21
  – Vias in the first global route: 1,328
  – Total track usage: 0.1328

Place
  – Post-DP Area: 0.003388 mm2
  – HPWL after DPL: 2.887 mm
  – I/O Buffers: 35
  – Routability Congestion: 0.7155

Timing
  – Worst-Margin Slew: 360.7 ps
  – Max Clk Rate: 0.5656 GHz
  – Final number of hold-violating endpoints: 0
  – Period utilization: 0.7072
  – Slew headroom: 0.7593
  – Setup TNS: 0 ps
  – Final Slew Violations: 0
  – Fin crit period: 1768 ps
  – Endpoints failing setup: 0
  – Worst Hold Slack: 632.7 ps
  – RSZ-0062 raised after global routing: false
  – Worst clock skew: 1.731 ps

Floorplanning
  – I/O pin cnt: 42
  – Die W: 86.12 um
  – Placeable Area: 0.006832 mm2
  – Chip height: 86.12 um
  – Fp util: 0.4143
  – Die ar.: 0.007416 mm2
  – Cell row count: 30

Job
  – Count of tool warnings: 31
  – Max cap viols: 0
-- Yosys cell counts --
| cell | count | share of area |
|---|---|---|
| and3_1 | 1 | 0.0022 |
| and3b_1 | 2 | 0.0062 |
| buf_2 | 2 | 0.0035 |
| buf_6 | 2 | 0.0080 |
| edfxtp_1 | 80 | 0.85 |
| inv_1 | 1 | 0.0013 |
| mux4_2 | 16 | 0.13 |
| nor3b_1 | 1 | 0.0027 |
-- layout by cell type (no fill, tap or decap) --
| cell | Yosys | layout |
|---|---|---|
| and3_1 | 1 | 1 |
| clkdlybuf4s50_1 | 0 | 35 |
| inv_1 | 1 | 1 |
| clkbuf_8 | 0 | 9 |
| clkbuf_1 | 0 | 4 |
| buf_12 | 0 | 2 |
| mux4_2 | 16 | 16 |
| buf_4 | 0 | 10 |
| edfxtp_1 | 80 | 80 |
| nor3b_2 | 0 | 1 |
| clkinv_1 | 0 | 2 |
| and3b_1 | 2 | 2 |
-- worst max-delay path by stage --
stage / startpoint / end / slack, ps / cells past startpoint
after global routing: address[0] / ram[3][15]$_DFFE_PP_ / 670 / 4
final: address[0] / ram[3][1]$_DFFE_PP_ / 730 / 4
after CTS: address[0] / ram[3][13]$_DFFE_PP_ / 720 / 4
-- registers in the layout, summed over array words and instances, names as in the netlist --
register  cells
ram          64
data_out     16
-- through the flow --
| stage | std cells | setup WS [ps] |
|---|---|---|
| floorplan | 105 | 173.6 |
| global placement | 244 | 369.1 |
| detailed placement | 244 | 361.4 |
| CTS | 259 | 715.4 |
| global route | 259 | 669.1 |
| finish | 259 | 731.9 |
-- cells by family after synthesis --
logic type / after synthesis / synth area share
flops: 80 / 0.8488
mux: 16 / 0.1273
buf+inv: 5 / 0.01282
simple gates: 4 / 0.01106
-- power by group through the flow --
stage         registers (mW)  clock network, mW  logic (mW)
finish                  1.57              0.734       0.172
global route            1.58              0.815       0.187
CTS                     1.58              0.757       0.177
-- layout make-up --
cell class	count	share of cell area
sequential	80	0.6796
timing repair buffer	47	0.1317
multi-input combinational	20	0.1122
clock buffer	13	0.03929
tap	96	0.03398
clock inverter	2	0.002124
inverter	1	0.001062
-- per-layer routing --
layer,vias to the layer above,track usage,wire length (um)
met5,-,0,0
met4,0,0.02879,127
met3,10,0.07520,362
met2,53,0.2114,2167
met1,632,0.1703,1578
li1,557,-,-
Power is estimated from default activity; no workload was simulated.
