[./config.mk]
export PLATFORM = sky130hd
export DESIGN_NAME = alu
export DESIGN_NICKNAME = alu
export VERILOG_FILES = /design/flow/design.v
export SDC_FILE = /design/flow/constraint.sdc
export NUM_CORES = 4
export LEC_CHECK = 1
export CORE_AREA = 10 10 108 108
export DIE_AREA = 0 0 118 118
[./constraint.sdc]
current_design alu

set clk_period 5.7
set clk_io_pct 0.2

create_clock -name clk0 -period $clk_period

set non_clock_inputs [all_inputs -no_clocks]
set_input_delay [expr $clk_period * $clk_io_pct] -clock clk0 $non_clock_inputs
set_output_delay [expr $clk_period * $clk_io_pct] -clock clk0 [all_outputs]
[./design.v]
module alu (
	input [15:0] A,
	input [15:0] B,
	input [2:0] F,
	output [15:0] Y,
	output C_out
);
	wire [15:0] B_inv;
	wire [15:0] Y_multiplex;
	wire [15:0] cla_res;
	wire [15:0] or_res;
	wire [15:0] and_res;
	wire [15:0] ze_res; 
	inverter i0 (
		.A(B),
		.Y(B_inv)
	);
	multiplexer m0 (
		.A(B_inv),
		.B(B),
		.F(F[2]),
		.Y(Y_multiplex)
	);
	cla c0 (
		.A(A),
		.B(Y_multiplex),	
		.C_in(F[2]),
		.S(cla_res),
		.C_out(C_out)
	);
	or_ or0 (
		.A(A),
		.B(Y_multiplex),
		.Y(or_res)	
	);
	and_ a0 (
		.A(A),
		.B(Y_multiplex),
		.Y(and_res)
	);
	zero_extend ze0 (
		.sign_bit(cla_res[15]),
		.extended_sign(ze_res)
	);
	op_select os (
		.ze_res(ze_res),
		.cla_res(cla_res),
		.or_res(or_res),
		.and_res(and_res),
		.sel(F[1:0]),
		.Y(Y)
	);
endmodule
module and_ (
	input [15:0] A,
	input [15:0] B,
	output [15:0] Y	
);
	assign Y = A&B;
endmodule
module fulladder (
	input a,
	input b,
	input c_in,
	output s,
	output c_out
);
	assign s = a ^ b ^ c_in;
	assign c_out = a&b | a&c_in | b&c_in; 
endmodule
module cla_block (
	input [3:0] A,
	input [3:0] B,	
	input C_in,
	output [3:0] S,
	output C_out
);
	wire c_out0, c_out1, c_out2;
	fulladder u0 (
		.a(A[0]),
		.b(B[0]),
		.c_in(C_in),
		.s(S[0]),
		.c_out(c_out0)
	);
	fulladder u1 (
		.a(A[1]),
		.b(B[1]),
		.c_in(c_out0),
		.s(S[1]),
		.c_out(c_out1)
	);
	fulladder u2 (
		.a(A[2]),
		.b(B[2]),
		.c_in(c_out1),
		.s(S[2]),
		.c_out(c_out2)
	);
	fulladder u3 (
		.a(A[3]),
		.b(B[3]),
		.c_in(c_out2),
		.s(S[3]),
		.c_out(C_out)
	);
	wire P0, P1, P2, P3;
	wire G0, G1, G2, G3;
	wire P, G; 
	assign P0 = A[0] | B[0];
	assign P1 = A[1] | B[1];
	assign P2 = A[2] | B[2];
	assign P3 = A[3] | B[3];
	assign P = P0&P1&P2&P3;
	assign G0 = A[0] & B[0];
	assign G1 = A[1] & B[1];
	assign G2 = A[2] & B[2];
	assign G3 = A[3] & B[3];
	assign G = G3 | P3&(G2 | P2&(G1 | P1&G0));
	assign C_out = G | P&C_in; 
endmodule
module cla (
	input [15:0] A,
	input [15:0] B,
	input C_in,
	output [15:0] S,
	output C_out
);
	wire c_out0, c_out1, c_out2;
	cla_block c0 (
		.A(A[3:0]),
		.B(B[3:0]),
		.C_in(C_in),
		.S(S[3:0]),
		.C_out(c_out0)
	);
	cla_block c1 (
		.A(A[7:4]),
		.B(B[7:4]),
		.C_in(c_out0),
		.S(S[7:4]),
		.C_out(c_out1)
	); 
	cla_block c2 (
		.A(A[11:8]),
		.B(B[11:8]),
		.C_in(c_out1),
		.S(S[11:8]),
		.C_out(c_out2)
	);
	cla_block c3 (
		.A(A[15:12]),
		.B(B[15:12]),
		.C_in(c_out2),
		.S(S[15:12]),
		.C_out(C_out)
	);
endmodule
module inverter (
	input [15:0] A,
	output [15:0] Y 
);
	assign Y = ~A;
endmodule
module multiplexer (
	input [15:0] A,
	input [15:0] B,
	input F,
	output [15:0] Y
);
	assign Y = F ? A : B;	
endmodule
module op_select(
	input [15:0] ze_res,
	input [15:0] cla_res,
	input [15:0] or_res,
	input [15:0] and_res,
	input [1:0] sel,
	output reg [15:0] Y 
);
	always @ (ze_res, cla_res, or_res, and_res, sel) begin
		case(sel)
			2'b00 	: Y = and_res;
			2'b01 	: Y = or_res;
			2'b10 	: Y = cla_res;
			default : Y = ze_res;
		endcase	
	end	
endmodule
module or_ (
	input [15:0] A,
	input [15:0] B,
	output [15:0] Y
);
	assign Y = A|B;
endmodule
module zero_extend (
	input sign_bit,
	output [15:0] extended_sign
);
	assign extended_sign = {1'b0, 1'b0, 1'b0, 1'b0, 1'b0, 1'b0, 1'b0, 1'b0, 1'b0, 1'b0, 1'b0, 1'b0, 1'b0, 1'b0, 1'b0, sign_bit};
endmodule
[./run.sh]
#!/bin/bash
# OpenROAD 26Q1-2900-gdf79404cd8, Yosys 0.63+post, stock flow scripts
make -C /OpenROAD-flow-scripts/flow DESIGN_CONFIG=/design/flow/config.mk WORK_HOME=/design/flow/orfs finish
==> impl_metrics.toml <==
# synthesis and place-and-route metrics
[power_and_ir_drop]
power_frac_seq = 0
clock_power_share = 0
combPwrFrac = 1.000
intPower_mw = 0.1036
max-vdd-ir-drop_uv = 31.60
p_switching_mw = 0.08175
total_power_mw = 0.1854
swShare = 0.4410
power_density_nw_per_um2 = 82.77
p_leak_nw = 1.131

[final_timing]
slew_viol_final = 0
hold_viol_final = 0
setup_ws_ns = -2.605
post-route-min-period_ns = 8.305
timing.fmax_mhz = 120.4
setup_violations = 9
fin_crit_sh = 1.457
rsz0062_at_grt = "yes"
max-slew-margin-rel = 0.6526
tightest_slew_ns = 0.5211

[floorplanning]
fp_util = 0.1531
die_x_um = 118
fp.dieH_um = 118
io_pins = 52
die-area_um2 = 13920
rows = 35
core_um2 = 9284

[detailed_routing]
ant_nets = 0
insertedDiodeCount = 0
wl_per_cell_um = 10.19
vias = 1180
drt-initial-drc-count = 23
vias_per_cell = 3.242
drt-total-wl_um = 3708
first_pass_iters = 4
drc = 0

[yosys]
ys_types = 15
yosys_cells = 169
yosys.stat.seqShare = 0
ys_area_um2 = 1421
synth-warning-count = 5
syn_area_um2 = 1421
top_cells_by_count = "inv_1 (51), ha_1 (32), xor2_1 (17)"
synth_top_area_share = 0.2817
syn_area_per_cell_um2 = 8.410
synthCells = 169
synth_area_leader_cell = "ha_1"
top_cell = "inv_1"
synth.area.top_cells = "ha_1 (28%), fa_1 (21%), inv_1 (13%), mux2i_1 (11%), xor2_1 (10%)"

[hold_path]
whs_path_depth = 4
hold_path_end = "Y[0]"
min_path_type = "primary input to output pin"
holdCritStartpoint = "A[0]"

[critical_path]
critPathLaunchType = "primary input"
cp_data_required_time_ns = 4.56
path_class = "primary input to output pin"
worst_ep_arrival_time_ns = 7.16
slowest_delay_ns = 0.46
end_kind = "output pin"
critPathSlowestCell = "mux4_2"
critical_path.max_fanout = 4
critPathMostFrequentCell = "fa_2"
crit_chain = "buf_12, xor2_2, inv_2, fa_2, inv_2, fa_2, fa_2, fa_2, fa_2, fa_2, fa_2, fa_2, fa_2, fa_2, fa_2, fa_2, fa_2, inv_2, fa_2, inv_2, fa_2, mux4_2, buf_2"

[status]
status = "finished with violations"
violations = "negative setup slack"

[placed_design]
dp_cells = 361
place_congestion = 0.7474
dp_hpwl_um = 3322
io_buffers = 52

[global_route]
grt_max_degree = 19
gr-total-overflow = 0
grt_pass1_wl_um = 6348
antenna_found_initial = 0
track_usage = 0.05495
grt_pass1_vias = 1267

[finish]
seq_cells = 0
syn_to_final_growth_pct = 57.57
drive_gt1_frac = 0.2723
final-comb-area_um2 = 1256
final-seq-area_um2 = 0
layoutNonFillerInstCount = 364
fillers = 1032
clock_buffers = 0

[flow_run]
drv_cap = 0
warnings = 66

[cts]
cts.hold.buffers_added = 0
## metrics by stage
step	setup WS [ns]	TNS (ns)	hold WS [ns]	util	instance area [um^2]
3_5_place_dp	-3.441	-24.31	3.501	0.2389	2218
2_1_floorplan	-2.490	-13.33	2.424	-	1471
6_report	-2.605	-14.09	2.820	0.2412	2240
5_1_grt	-2.770	-15.67	2.843	0.2412	2240
3_3_place_gp	-3.393	-23.91	3.512	0.2389	2218
4_1_cts	-2.610	-14.37	2.837	0.2363	2193
## placed cells by master (no fill, tap or decap)
master	count
and2b_1	1
buf_4	22
xor2_2	2
o21ai_2	2
o22ai_1	1
xor2_1	15
mux4_2	1
dlymetal6s2s_1	1
nand2b_1	1
nand2_1	11
mux2i_1	15
buf_6	1
dlygate4sd2_1	3
mux2i_4	1
fa_2	15
o21ai_1	5
o22ai_2	1
clkdlybuf4s50_1	34
buf_2	11
o21ai_0	6
buf_12	1
inv_1	46
ha_1	32
nand2_2	2
inv_2	5
## critical path: cells and delay by family
| kind | cells | cell delay [ns] |
|---|---|---|
| xor+xnor | 1 | 0.17 |
| mux | 1 | 0.46 |
| buf+inv | 6 | 0.44 |
| fa+ha+maj | 15 | 4.94 |
## cells by family (layout without fill, tap and decap cells)
family / Yosys count / after routing / share of synthesized area
AND/OR/NAND/NOR: 15 / 15 / 0.04402
buffers and inverters: 58 / 124 / 0.1752
multiplexers: 17 / 17 / 0.1285
AND-OR/OR-AND: 15 / 15 / 0.05457
adder cells (fa/ha/maj): 47 / 47 / 0.4930
XOR/XNOR: 17 / 17 / 0.1048
## per-layer routing
metal	GRT usage	vias to the layer above	routed length, um	share of wire
li1	-	619	-	-
met2	0.08357	38	1580	0.43
met4	0	0	0	0
met3	0.01945	0	328	0.088
met5	0	-	0	0
met1	0.07779	523	1798	0.48
## cell type report
type                       count  area share
multi-input combinational    111      0.5609
inverter                      51     0.08547
timing repair buffer          73      0.2816
tap                          129     0.07207
## power by group through the flow
stage	logic (mW)	registers (mW)	clock network [mW]
5_1_grt	0.219	0	0
6_report	0.185	0	0
4_1_cts	0.186	0	0
## repair_timing
action | 4_1_cts | 5_1_grt
gates resized | 67 | 10
pin swaps | 1 | 0
setup endpoints to repair | 12 | 10
buffers inserted | 2 | 1
## how the worst max path moves through the flow
stage	startpoint	to
6_report	F[2]	Y[0]
5_1_grt	F[2]	Y[0]
4_1_cts	F[2]	Y[0]
Power is estimated from default activity; no workload was simulated.
